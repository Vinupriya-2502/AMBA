## config.mk

```make
export PLATFORM = sky130hd
export DESIGN_NAME = axis_fifo
export DESIGN_NICKNAME = axis_fifo
export VERILOG_FILES = /design/flow/design.v
export SDC_FILE = /design/flow/constraint.sdc
export NUM_CORES = 4
export LEC_CHECK = 1
export CORE_UTILIZATION = 40
```

## run.sh

```bash
#!/bin/bash
# OpenROAD 26Q1-2900-gdf79404cd8, Yosys 0.63+post, stock flow scripts
make -C /OpenROAD-flow-scripts/flow DESIGN_CONFIG=/design/flow/config.mk WORK_HOME=/design/flow/orfs finish
```

## constraint.sdc

```tcl
current_design axis_fifo

set clk_period 6.1
set clk_io_pct 0.2

create_clock -name clk0 -period $clk_period [get_ports {m_aclk}]
create_clock -name clk1 -period $clk_period [get_ports {s_aclk}]

set non_clock_inputs [all_inputs -no_clocks]
set_input_delay [expr $clk_period * $clk_io_pct] -clock clk0 $non_clock_inputs
set_output_delay [expr $clk_period * $clk_io_pct] -clock clk0 [all_outputs]
```

## design.v

```verilog
module axis_fifo #(
    parameter DATA_WIDTH = 8,
    parameter ADDR_DEPTH = 4
) (
    input  wire                    m_aclk,
    input  wire                    m_areset_n,
    input  wire [DATA_WIDTH-1:0]   m_tdata,
    input  wire                    m_tvalid,
    output wire                    m_tready,
    input  wire                    m_tlast,
    input  wire                    s_aclk,
    input  wire                    s_areset_n,
    output wire [DATA_WIDTH-1:0]   s_tdata,
    output wire                    s_tvalid,
    input  wire                    s_tready,
    output wire                    s_tlast
);
wire [DATA_WIDTH+DATA_WIDTH/8+1-1:0] s_tdata_int;
wire m_full;
wire s_empty;
fifo #(
    .DSIZE  ( DATA_WIDTH ) ,
    .ASIZE  ( ADDR_DEPTH )
) fifo (
    .wfull  ( m_full ) ,
    .wdata  ( m_tdata) ,
    .winc   ( m_tvalid & m_tready ) , 
    .wclk   ( m_aclk ) , 
    .wrst_n ( m_areset_n ) ,
    .rempty ( s_empty ) ,
    .rdata  ( s_tdata_int ) ,
    .rinc   ( s_tvalid & s_tready ) , 
    .rclk   ( s_aclk ) , 
    .rrst_n ( s_areset_n )
);
assign m_tready = !m_full; 
assign s_tvalid = !s_empty;
assign s_tdata  = s_tdata_int[DATA_WIDTH-1:0];
assign s_tlast  = s_tdata_int[DATA_WIDTH+DATA_WIDTH/8];
endmodule
module fifo #(
    parameter DSIZE = 8,
    parameter ASIZE = 4
) (
    output [DSIZE-1:0] rdata,
    output             wfull,
    output             rempty,
    input  [DSIZE-1:0] wdata,
    input              winc, wclk, wrst_n,
    input              rinc, rclk, rrst_n
);
wire   [ASIZE-1:0] waddr, raddr;
wire   [ASIZE:0]   wptr, rptr, wq2_rptr, rq2_wptr;
sync_r2w sync_r2w ( .wq2_rptr(wq2_rptr), .rptr(rptr),
    .wclk(wclk), .wrst_n(wrst_n) );
sync_w2r sync_w2r ( .rq2_wptr(rq2_wptr), .wptr(wptr),
    .rclk(rclk), .rrst_n(rrst_n) );
fifomem #(DSIZE, ASIZE) fifomem (
    .rdata(rdata), .wdata(wdata), .waddr(waddr), 
    .raddr(raddr), .wclken(winc), .wfull(wfull),
    .wclk(wclk) );
rptr_empty #(ASIZE) rptr_empty (
    .rempty(rempty), .raddr(raddr), .rptr(rptr), 
    .rq2_wptr(rq2_wptr), .rinc(rinc), .rclk(rclk), 
    .rrst_n(rrst_n) );
wptr_full #(ASIZE) wptr_full (
    .wfull(wfull), .waddr(waddr), .wptr(wptr), 
    .wq2_rptr(wq2_rptr), .winc(winc),  .wclk(wclk),
    .wrst_n(wrst_n) );
endmodule
module fifomem #(
    parameter  DATASIZE = 8,
    parameter  ADDRSIZE = 4
) (
    output [DATASIZE-1:0] rdata,
    input  [DATASIZE-1:0] wdata,
    input  [ADDRSIZE-1:0] waddr, raddr,
    input                 wclken, wfull, wclk
);
    localparam DEPTH = 1<<ADDRSIZE;
    reg [DATASIZE-1:0] mem [0:DEPTH-1];
    assign rdata = mem[raddr];
    always @(posedge wclk) begin
        if (wclken && !wfull) begin
            mem[waddr] <= wdata;
        end
    end
endmodule
module sync_r2w #( parameter ADDRSIZE = 4 ) (
    output reg [ADDRSIZE:0] wq2_rptr,
    input      [ADDRSIZE:0] rptr,
    input                   wclk, wrst_n
);
reg [ADDRSIZE:0] wq1_rptr;
always @(posedge wclk or negedge wrst_n) begin
    if (!wrst_n) begin
        {wq2_rptr,wq1_rptr} <= 0;
    end else begin
        {wq2_rptr,wq1_rptr} <= {wq1_rptr,rptr};
    end
end
endmodule
module sync_w2r #( parameter ADDRSIZE = 4 ) (
    output reg [ADDRSIZE:0] rq2_wptr,
    input      [ADDRSIZE:0] wptr,
    input                   rclk, rrst_n
);
reg [ADDRSIZE:0] rq1_wptr;
always @(posedge rclk or negedge rrst_n) begin
    if (!rrst_n) begin
        {rq2_wptr,rq1_wptr} <= 0;
    end else begin
        {rq2_wptr,rq1_wptr} <= {rq1_wptr,wptr};
    end
end
endmodule
module rptr_empty #( parameter ADDRSIZE = 4 ) (
    output reg                rempty,
    output     [ADDRSIZE-1:0] raddr,
    output reg [ADDRSIZE  :0] rptr,
    input      [ADDRSIZE  :0] rq2_wptr,
    input                     rinc, rclk, rrst_n
);
reg  [ADDRSIZE:0] rbin;
wire [ADDRSIZE:0] rgraynext, rbinnext;
always @(posedge rclk or negedge rrst_n) begin
    if (!rrst_n) begin
        {rbin, rptr} <= 0;
    end else begin
        {rbin, rptr} <= {rbinnext, rgraynext};
    end
end
assign raddr     = rbin[ADDRSIZE-1:0];
assign rbinnext  = rbin + (rinc & ~rempty);
assign rgraynext = (rbinnext>>1) ^ rbinnext;
assign rempty_val = (rgraynext == rq2_wptr);
always @(posedge rclk or negedge rrst_n) begin
    if (!rrst_n) begin
        rempty <= 1'b1;
    end else begin        
        rempty <= rempty_val;
    end
end
endmodule
module wptr_full  #( parameter ADDRSIZE = 4 ) (
    output reg                wfull,
    output     [ADDRSIZE-1:0] waddr,
    output reg [ADDRSIZE  :0] wptr,
    input      [ADDRSIZE  :0] wq2_rptr,
    input                     winc, wclk, wrst_n
);
reg  [ADDRSIZE:0] wbin;
wire [ADDRSIZE:0] wgraynext, wbinnext;
always @(posedge wclk or negedge wrst_n) begin
    if (!wrst_n) begin
        {wbin, wptr} <= 0;
    end else begin
        {wbin, wptr} <= {wbinnext, wgraynext};
    end
end
assign waddr = wbin[ADDRSIZE-1:0];
assign wbinnext  = wbin + (winc & ~wfull);
assign wgraynext = (wbinnext>>1) ^ wbinnext;
assign wfull_val = (wgraynext=={~wq2_rptr[ADDRSIZE:ADDRSIZE-1], wq2_rptr[ADDRSIZE-2:0]});
always @(posedge wclk or negedge wrst_n) begin
    if (!wrst_n) begin 
        wfull  <= 1'b0;
    end else begin
        wfull  <= wfull_val;
    end
end
endmodule
```

==> out/results.ini <==
[final_timing]
setup_violations = 0
finalMaxSlewViolations = 0
hold_violations = 0
rsz0062_at_grt = no
fin_skew_ns = 0.00381
tightest_slew_ns = 0.928
worst_slack_ns = 1.95
holdWs_ns = 0.174
fin_setup_tns_ns = 0
slew_headroom = 0.379

[drt]
viasPerCell = 5.09
via_count = 3159
wl_per_cell_um = 19.6
firstDrtPassIters = 6
ant_nets = 0
diodes = 0
drc = 0
drt-initial-drc-count = 203
drt-total-wl_um = 12100

[synth]
synth.distinct_cells = 40
yosys.cell_count.top_type = edfxtp_1
edf_count = 128
synthesis.area_um2 = 6480
ys_top_cells_by_count = edfxtp_1, dfrtp_1, mux2i_1, a221oi_1, mux4_2
synthDominantCellAreaShare = 0.593
syn_area_per_cell_um2 = 18.5
synthCells = 351
ff_type = edfxtp_1
yosysWarningCount = 8
ys_ff = 168
yosys-stat-area_um2 = 6480
seq_area_frac_synth = 0.748
synth_area_leader_cell = edfxtp_1
ys_cells = 351
ys_async_sr_fraction = 0.238
area_leaders = edfxtp_1, dfrtp_1, mux2i_1

[placement]
port_buffers = 22
dp_hpwl_um = 7410
gp_congestion = 0.788
dp.cells = 585
pre_cts_slack_ns = 2.15

[worst_setup_path]
crit_path_end_kind = primary output
slowest_stage = mux4_1
crit_buf_inv = 2
cp-start-kind = register
critPathKind = register to primary output
path_max_fanout = 37
crit_required_ns = 4.88
cpPeakStageDelay_ns = 0.70
critPathTopFamily = buffers and inverters
path_cells = buf_4, mux4_1, a22oi_1, nand2_1, clkdlybuf4s50_1
worst_ep_arrival_time_ns = 2.93

[floorplanning]
initial_core_util = 0.410
dieWidth_um = 129
row_count = 46
io_pins = 26
die-height_um = 129
die_area_um2 = 16700
core-area_um2 = 15800

[global_route]
grt_max_degree = 38
grt_overflow = 0
grt_pass1_wl_um = 19100
gr-usage-all-layers = 0.173
antenna_found_initial = 0
grt_pass1_vias = 3371

[hold_path]
min_path_type = register to register

[power]
clockPowerShare = 0.322
vdd_drop_max_uv = 389
p_leak_nw = 2.77
p_int_mw = 2.86
cellPowerDensity_nw_per_um2 = 522
pwr-share-seq = 0.400
p_switching_mw = 1.17
comb_power_share = 0.278
swShare = 0.291

[run]
maxCapViolCount = 0
openroad.warnings = 28

[clocking]
postCtsHoldBufs = 0
cts_tree = yes
post-cts-setup-buffers = 0
clock-sinks = 168
clk_pin_slew_ns = 0.06
cts_resized = 0

[cells_and_area]
drive_above_1_share = 0.158
stdcell_count = 621
final_util = 0.488
area_delta_synth_final_pct = 19.2

[run_status]
status = finished clean

-- power by group through the flow --
stage	Combinational, mW	Sequential, mW	Clock, mW
4_1_cts	1.14	1.62	1.33
5_1_grt	1.24	1.64	1.38
6_report	1.12	1.61	1.30
-- flip-flops by register name, summed over array words and instances, names as in the netlist --
register,count
fifo.sync_r2w.wq1_rptr,5
fifo.sync_w2r.rq1_wptr,5
fifo.fifomem.mem,128
fifo.rptr_empty.rempty,1
fifo.sync_w2r.rq2_wptr,5
fifo.wptr_full.wptr,5
fifo.wptr_full.wfull,1
fifo.wptr_full.wbin,4
fifo.rptr_empty.rbin,4
fifo.sync_r2w.wq2_rptr,5
fifo.rptr_empty.rptr,5
-- kinds of logic after synthesis --
kind of cell	synth area share
adder cells (fa/ha/maj)	0.00965
other	0.000578
buffers and inverters	0.0179
XOR/XNOR	0.0363
AND-OR/OR-AND	0.0442
multiplexers	0.106
AND/OR/NAND/NOR	0.0376
flip-flops	0.748
-- through the flow --
stage | total power, mW | instance area, um2
floorplan | 2.37 | 6480
global placement | 2.76 | 6970
detailed placement | 2.76 | 6970
CTS | 4.09 | 7730
global route | 4.26 | 7730
finish | 4.04 | 7730
-- final cells by class --
type,instances,area (um2)
multi-input combinational,160,1520
clock buffer,21,504
tap,216,270
inverter,7,26.3
fill,1262,8100
clock inverter,15,249
sequential,168,4850
timing repair buffer,34,310
-- path summary, 6_finish.rpt --
kind,startpoint,endpoint,slack (ns),depth (start not counted)
worst min register to register,fifo.rptr_empty.rptr[1],fifo.sync_r2w.wq1_rptr[1],0.17,0
worst max-delay path,fifo.rptr_empty.rbin[0],s_tdata[2],1.95,5
max in group asynchronous,s_areset_n,fifo.rptr_empty.rempty,4.54,2
min in group clk1,fifo.sync_w2r.rq1_wptr[0],fifo.sync_w2r.rq2_wptr[0],0.35,0
max in group clk1,s_tready,fifo.rptr_empty.rempty,2.88,8
worst min-delay path,fifo.rptr_empty.rptr[1],fifo.sync_r2w.wq1_rptr[1],0.17,0
min in group asynchronous,m_areset_n,fifo.sync_r2w.wq1_rptr[0],1.14,2
worst max register to register,fifo.rptr_empty.rbin[0],fifo.rptr_empty.rempty,3.73,6
-- metal layers --
metal,part of all wire,track usage
met1,0.41,0.256
met2,0.46,0.248
met3,0.11,0.0980
met4,0.012,0.0235
met5,0,0
-- placed cells by master, fill, tap and decap left out, types with 2 or more instances in the layout --
cell type / netlist / final
nor2b_1: 2 / 2
a221oi_1: 16 / 16
dfrtp_1: 39 / 38
mux4_2: 14 / 14
edfxtp_1: 128 / 128
inv_6: 0 / 3
nand3b_1: 2 / 2
mux2i_1: 32 / 32
o21ai_0: 8 / 8
a22oi_1: 9 / 9
clkdlybuf4s50_1: 0 / 22
ha_1: 5 / 5
mux4_1: 2 / 2
nor3_1: 4 / 4
xnor3_1: 2 / 2
bufinv_16: 0 / 6
nand2b_1: 2 / 2
nand2_1: 9 / 9
or3_1: 3 / 3
clkinvlp_4: 0 / 2
inv_1: 6 / 6
xnor2_1: 8 / 8
xor2_1: 11 / 11
clkinv_1: 1 / 3
buf_4: 4 / 12
nor2_1: 12 / 12
clkbuf_16: 0 / 20
nand3_1: 6 / 6
No activity file was given, so power comes from the tool's default toggle rates.
